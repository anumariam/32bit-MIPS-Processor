==> flow/design.v <==
module mult(multiplier,multiplicand,product1,product2);
   input [31:0]  multiplier, multiplicand;
   output        product1,product2;
	reg Cy;
   reg [31:0]    product1,product2;
   integer       i,j;
   always @( multiplier or multiplicand )
     begin
        product1 = 0;
	product2=0;
        for(i=0; i<32; i=i+1)
          if( multiplier[i] == 1'b1 ) 
{product2,product1} = {product2,product1} + ( multiplicand << i );
     end
endmodule
==> flow/run.sh <==
#!/bin/bash
# OpenROAD 26Q1-2900-gdf79404cd8, Yosys 0.63+post, stock flow scripts
make -C /OpenROAD-flow-scripts/flow DESIGN_CONFIG=/design/flow/config.mk WORK_HOME=/design/flow/orfs finish
==> flow/config.mk <==
export PLATFORM = sky130hd
export DESIGN_NAME = mult
export DESIGN_NICKNAME = mult
export VERILOG_FILES = /design/flow/design.v
export SDC_FILE = /design/flow/constraint.sdc
export NUM_CORES = 4
export LEC_CHECK = 1
export CORE_UTILIZATION = 40
export SYNTH_HDL_FRONTEND = slang
==> flow/constraint.sdc <==
current_design mult

set clk_period 138.4
set clk_io_pct 0.2

create_clock -name clk0 -period $clk_period

set non_clock_inputs [all_inputs -no_clocks]
set_input_delay [expr $clk_period * $clk_io_pct] -clock clk0 $non_clock_inputs
set_output_delay [expr $clk_period * $clk_io_pct] -clock clk0 [all_outputs]
==> results.toml <==
# flow metrics
[logic_synthesis]
syn_inst = 9520
syn_avg_cell_area_um2 = 6.756
ys_area_mm2 = 0.06432
yosysSeqAreaShare_pct = 0
topCellsByArea = "ha_1, a21oi_1, xnor2_1, nand2_1, o21ai_0"
yosysWarnings = 0
synth.most_common_cell = "ha_1"
netlist-cell-type-count = 91
synth_area_mm2 = 0.06432
yosys_cells = 9520
yosysTopAreaCellShare_pct = 21.20
common_cells = "ha_1, nand2_1, a21oi_1"
synth_area_leader_cell = "ha_1"

[global_routing]
grt_pass1_wl_um = 417700
grt_remaining_overflow = 0
grt_start_max_net_pins = 70
first_global_vias = 66672
antenna_found_initial = 19
gr-usage-all-layers_pct = 33.76

[layout]
fill_cells = 16367
layout-drive-gt1-share_pct = 6.444
ff_count = 0
areaGrowthSynthToFinish_pct = 6.437
final_cells = 11649
regArea_um2 = 0
comb_area_mm2 = 0.06155
nClkBuffers = 0

[detailed_routing]
initialDrtViolationCount = 6730
finalWirelength_um = 279600
drt-wirelength-per-cell_um = 24.00
drcViolationCount = 0
vias = 73350
ant_nets = 0
dr.pass1.iters = 6
vias_per_cell = 6.297

[place]
port_buffers = 128
dpl.hpwl_um = 229600
dp_cells = 11647
gp_congestion = 1.085

[critical_path]
slowest_stage = "a21oi_1"
cp_max_fo = 44
max_stage_delay_ns = 0.78
cp.arrival_ns = 83.72
path_class = "input pin to primary output"
worst_ep_required_time_ns = 110.72
worstSetupStartpointType = "input pin"
crit_path_frequent_cell = "ha_1"
end_kind = "primary output"

[run_status]
outcome = "completed"

[die]
std_cell_rows = 146
die_width_um = 403
initCoreUtil_pct = 40.47
core_mm2 = 0.1589
fp.dieH_um = 403
chipArea_mm2 = 0.1624
io_pins = 128

[power_and_ir_drop]
switching_power_w = 0.06630
swShare_pct = 54.67
p_leak_nw = 31.37
ir_worst_vdd_v = 0.003329
power.internal_w = 0.05498
power_w = 0.1213
powerDensity_mw_per_mm2 = 1772

[timing]
fin_crit_sh_pct = 80.49
rsz0062_at_grt = "no"
period_minus_slack_ns = 111.40
max_slew_margin_pct = 17.88
hold_viol = 0
worstMarginPinSlew_ns = 1.221
finalSetupViolCount = 0
totalNegativeSetupSlack_ns = 0
drv_slew = 0
fmax_ghz = 0.008976

[flow_run]
cap_violations = 0
warnings = 135

[min_path]
hold_class = "input pin to primary output"

[clock_tree]
ctsHoldBuffers = 0
post-cts-setup-buffers = 0
post_cts_resized = 0
-- worst max-delay path: cells and delay by family --
kind | cells | cell delay (ns)
XOR/XNOR | 26 | 4.62
AND/OR/NAND/NOR | 45 | 7.34
AND-OR/OR-AND | 105 | 27.80
buffers and inverters | 14 | 2.50
multiplexers | 8 | 2.57
adder cells (fa/ha/maj) | 31 | 11.08
-- stage by stage --
stage	setup slack, ns	util, %	hold WS, ns	area (µm²)
after floorplan	40.68	-	55.44	64320
after global placement	27.91	43.07	56.31	68460
after detailed placement	28.51	43.07	56.31	68460
after CTS	28.15	43.07	56.32	68460
after global routing	23.49	43.07	56.34	68460
final	27.00	43.08	56.29	68460
-- cells by family after synthesis --
| family | synth area share [%] |
|---|---|
| xor+xnor | 10.50 |
| mux | 4.799 |
| simple gates | 21.89 |
| compound gates | 36.32 |
| fa+ha+maj | 22.17 |
| buf+inv | 4.326 |
-- power groups by stage --
stage	combinational (W)	sequential [W]	clock [W]
CTS	0.120	0	0
global route	0.135	0	0
-- cells in the final DEF (no fill, tap or decap), types with 48 or more instances in the layout --
master	netlist	final
buf_4	0	211
nor3_1	175	175
or3_1	93	93
o21a_1	224	224
and3_1	82	82
and2_1	85	85
buf_2	1	56
nand3_1	215	215
clkdlybuf4s50_1	0	72
a31oi_1	133	133
a211oi_1	116	116
o31ai_1	95	95
nor2b_1	108	108
o21bai_1	114	114
mux2i_1	80	80
nand2_1	991	991
a21oi_1	955	955
inv_1	445	444
a21o_1	395	395
nand4_1	74	74
xnor2_1	480	480
o21ai_0	730	730
or2_2	49	49
ha_1	1090	1090
mux2_2	203	203
a211o_1	48	48
nor2_1	863	863
nand2b_1	155	155
o211ai_1	99	99
a22oi_1	55	55
a21boi_0	52	52
xor2_1	291	291
-- area by class of cell --
cell class	instances	share of cell area, %
antenna	2	0.007310
inverter	454	2.491
timing repair buffer	340	3.805
multi-input combinational	8781	89.91
tap	2072	3.787
-- routing by layer --
| metal | vias to the layer above | part of all wire [%] | GRT usage [%] | wire length [µm] |
|---|---|---|---|---|
| met5 | - | 0.023 | 0 | 64 |
| met4 | 10 | 3.6 | 10.07 | 10070 |
| met3 | 406 | 8.4 | 5.080 | 23480 |
| met2 | 2960 | 42 | 50.49 | 116300 |
| met1 | 34316 | 46 | 49.71 | 129700 |
| li1 | 35658 | - | - | - |
-- worst paths after layout --
check	startpoint	endpoint	slack, ns	depth (start not counted)
min	multiplier[14]	product1[14]	56.29	4
max	multiplier[0]	product2[30]	27.00	229
Power figures rest on the tool's default switching activity, not on a simulated workload.
