### run.sh
#!/bin/bash
# OpenROAD 26Q1-2900-gdf79404cd8, Yosys 0.63+post, stock flow scripts
make -C /OpenROAD-flow-scripts/flow DESIGN_CONFIG=/design/flow/config.mk WORK_HOME=/design/flow/orfs finish
### constraint.sdc
current_design control_logic

set clk_period 21.1
set clk_io_pct 0.2

create_clock -name clk0 -period $clk_period [get_ports {clk}]

set non_clock_inputs [all_inputs -no_clocks]
set_input_delay [expr $clk_period * $clk_io_pct] -clock clk0 $non_clock_inputs
set_output_delay [expr $clk_period * $clk_io_pct] -clock clk0 [all_outputs]
### design.v
`timescale 1ns / 1ps
module mux2_1(in1,in2,out,sel);
input [4:0]in1,in2;
input sel;
output  [4:0]out;
assign out = (sel == 1 ) ? in2 : in1 ;
endmodule
module mux2_1_alu(in1,in2,out,sel);
input [31:0]in1,in2;
input sel;
output  [31:0]out;
assign out = (sel == 1 ) ? in2 : in1 ;
endmodule
module mux4_2(ina1,ina2,ina3,ina4,outa,sela);
input [31:0]ina1,ina2,ina3,ina4;
input [1:0]sela;
output reg [31:0]outa;
always @ ( ina1 or ina2 or ina3 or ina4 or sela )
begin
case(sela)
 0: outa = ina1;
 1: outa = ina2;
 2: outa = ina3;
 3: outa = ina4;
endcase
end
endmodule
module mux4_2_s(ina1,ina2,ina3,ina4,outa,sela);
input [4:0]ina1,ina2,ina3,ina4;
input [1:0]sela;
output reg [4:0]outa;
always @ ( ina1 or ina2 or ina3 or ina4 or sela )
begin
case(sela)
0: outa = ina1;
1: outa = ina2;
2: outa = ina3;
3: outa = ina4;
endcase
end
endmodule
module program_counter(pc_out,pc_write,pc_in);
input [31:0]pc_in;
output reg [31:0]pc_out;
input pc_write;
always @ ( pc_write or pc_in )
begin
 if(pc_write==1)
 begin
 pc_out <= pc_in;
 end
end
endmodule
module instruction_memory (in_read,address,data);
input in_read;
input [4:0] address;
output reg [31:0] data;
always @ ( address or in_read )
	begin
	if ( in_read == 1)
	begin
	case (address)
	0: data = 32'd1;
4: data = { 6'd0, 5'd1, 5'd0, 5'd3, 5'd0, 6'd4}; 	 
8: data = { 6'd0, 5'd3, 5'd0,5'd2,5'd0,6'd5}; 		 
12: data = { 6'd0, 5'd3, 5'd0, 5'd5, 5'd0, 6'd1};  
16: data = { 6'd13, 5'd5, 5'd5,16'd1 };		 
20: data = { 6'd0, 5'd5, 5'd2,5'd4 ,5'd0,6'd4};
24: data = { 6'd8, 5'd4, 5'd7, 16'd5};
28: data = { 6'd1, 5'd3, 5'd1, 5'd5, 5'd0, 6'd1 };
default : data = 0;
endcase
end
end
endmodule
module DATA_MEM(memwrite,memread,in_data,out_data,addr_in,enable,clk);
input memwrite,memread, enable , clk ;
input [31:0] in_data;
output [31:0] out_data;
reg [31:0] out_data;
input [31:0] addr_in;
reg [7:0] memory[64:0];
always@ ( memread or enable or in_data)
begin
if( memread==1 && enable ==1)
begin
out_data[7:0]   = memory[addr_in + 0];
out_data[15:8]  = memory[addr_in + 1];
out_data[23:16] = memory[addr_in + 2];
out_data[31:24] = memory[addr_in + 3];
end
end
always @ ( posedge clk)
begin
if( memwrite==1 && enable==1)
begin
        memory[addr_in + 0] <= in_data[7:0];
        memory[addr_in + 1] <= in_data[15:8];
        memory[addr_in + 2] <= in_data[23:16];
        memory[addr_in + 3] <= in_data[31:24];
end
end
endmodule
module sign_extend(IN,OUT);
input [15:0] IN;
output [31:0] OUT;
reg [31:0] Temp_out;
always @(IN)
	begin
if(IN[15]==0)
	begin
	Temp_out[15:0]=IN[15:0];
	Temp_out[31:16]=16'b0;
	end
else if(IN[15]==1)
	begin
	Temp_out[15:0]=IN[15:0];
	Temp_out[31:16]=16'b0;
	Temp_out=~Temp_out;
	Temp_out=Temp_out+32'd1;
	end
	end
	assign OUT=Temp_out;
endmodule
module register(reg1,reg2,wreg,wd,clk,read1,read2,regwrite);
input [4:0]reg1,reg2,wreg;
input [31:0]wd;
input regwrite,clk;
output reg [31:0]read1,read2;
reg [31:0]registers[31:0];
always @ ( reg1 or reg2 or regwrite )
        begin
if(regwrite==0)
        begin
        read1 = registers[reg1];
        read2 = registers[reg2];
        end
        end
always @ ( posedge clk )
        begin
        registers[0] <= 5; registers[1] <= 4;registers[9]<=0;
        if(regwrite==1)
        begin
        registers[wreg] <= wd;
        end
        end
endmodule
module ALU(In_1,In_2,Out,Cy,zero,INST,Reset,alu_signal,clk);
input [31:0] In_1,In_2,INST;
input Reset,alu_signal,clk;
output reg [31:0] Out;
output reg Cy,zero;
reg [31:0] Y1,Y2;
always @( posedge clk )
	begin	
   if(Reset==0)
	begin
	Out <= 32'd0;
	Cy <= 1'b0;
	zero <= 1'b0;
	end
 if (alu_signal == 1)
  begin
   if(INST[31:26]==6'b0)
	begin
   case(INST[5:0])
	6'd1 : begin
   {Cy,Out} <= In_1 + In_2 ;
end
	6'd2 :begin
if(In_1 >= In_2)
	begin
	Y2 <= ~In_2;
	Y2 <= Y2+1;
{Cy,Out} <= In_1 + Y2 ;
end
else 
begin
Y2 <= ~In_2;
{Cy,Out} <= In_1 + Y2 + 32'b1;
Out <= ~Out;
Out <= Out + 32'b1;
end
end
6'd4 :begin
Out <= In_1 & In_2;
end
6'd5 :begin
Out <= In_1 | In_2;
end
6'd6 :begin
Out <= In_1 | In_2;
Out <= ~Out;
end
6'd7 :begin
Out <= In_1 & In_2;
Out <= ~Out;
end
6'd8 :begin
Out <= In_1 ^ In_2;
end
	6'd10 :begin
if(In_1<In_2)
	Out <= 32'b1;
	else
	Out <= 32'b0;
	end
	endcase	
	end
	else 
	begin
case(INST[31:26])
	6'd1 : begin
{Cy,Out} <= In_1 + In_2 ;
end
        6'd11 : begin
{Cy, Out } <= In_1 + In_2 ;
end
   6'd12 : begin
{Cy, Out } <= In_1 + In_2 ;
end
   6'd13 : begin
Out <=In_1-In_2;
if (Out == 0 )
begin
zero <= 1'b1;
end
else
zero <= 0;
end
6'd14 : begin
Out <= In_1-In_2;
if (Out == 0 )
zero <= 1;
else
zero <= 0;
end
6'd15 : begin
Out<=In_1-In_2;
if (Out == 0 )
zero <= 1;
else 
zero <= 0;
end
6'd16 : begin
if(In_1 >= In_2)
	begin   
	Y2 <= ~In_2;
{Cy,Out} <= In_1 + Y2 +32'b1;
end
else
begin
Y2 <= ~In_2;
{Cy,Out} <= In_1 + Y2 + 32'b1;
Out <= ~Out;
Out <=  Out + 32'b1;
end
if (Out == 0 )
zero <= 1;
else zero <= 0;
end
	6'd2 :begin
if(In_1 >= In_2)
	begin
	Y2 <= ~In_2;
{Cy,Out} <= In_1 + Y2 +32'b1;
end
else 
begin
Y2 <= ~In_2;
{Cy,Out} <=In_1 + Y2 + 32'b1;
Out <= ~Out;
Out <= Out + 32'b1;
end
end
6'd4 :begin
Out <= In_1 & In_2;
end
6'd5 :begin
Out <= In_1 | In_2;
end
6'd6 :begin
Out <= In_1 | In_2;
Out <= ~Out;
end
6'd7 :begin
Out <= In_1 & In_2;
Out <= ~Out;
end
6'd8 :begin
Out <= In_1 ^ In_2;
end
	6'd10 :begin
if(In_1<In_2)
	Out <= 32'b1;
	else
	Out <= 32'b0;
	end
	6'd17 :begin
	Out <= In_1<<In_2;
	end
	6'd18 :begin
	Out <= In_1>>In_2;
	end
endcase
end
end
end
endmodule
module proccessor_datapath(dataouti,signvalue,Aluout,ze,clk,pc_write,in_read,pc_in,regwrite,alu_reset,regdst,alusrc,alu_signal,mem_enable,memwrite,memread,mem2reg);
input pc_write,in_read,regwrite,alu_reset,alusrc,alu_signal,mem_enable,memwrite,memread,clk;
input [1:0]mem2reg,regdst;
input [31:0]pc_in;
output reg [31:0]dataouti,signvalue;
output reg ze;
wire [31:0]pc_out,data,wd,read1,read2,imm_value,readval2,Out,out_data,regw;
output reg [31:0]Aluout;
wire [4:0]wriadd;
wire Cy;
reg [4:0]next;
program_counter ins1(pc_out,pc_write,pc_in);
instruction_memory ins2(in_read,pc_out,data);
mux4_2_s ins22(data[20:16],data[15:11],next,,wriadd,regdst);
sign_extend ins23(data[15:0],imm_value);
register ins3(data[25:21],data[20:16],wriadd,regw,clk,read1,read2,regwrite);
mux2_1_alu ins32(read2,imm_value,readval2,alusrc);
ALU ins4(read1,readval2,Out,Cy,zero,data,alu_reset,alu_signal,clk);
DATA_MEM ins5(memwrite,memread,read2,out_data,Out,mem_enable,clk);
mux4_2 ins6(Out,out_data,,,regw,mem2reg);
always @ ( data or imm_value or zero or Out)
begin
dataouti = data ;
signvalue = imm_value;
ze = zero;
Aluout = Out;
next = data[20:16] + 1 ;
end
initial $monitor("Time = %g, pc_in = %d , pc_out = %d , data = %d , pc_write = %b , in_read = %b ,read1 = %d , read2 = %d , actual read2 = %d , immediatevalue = %d, reg_write = %b , Alu_out = %d , Cy = %d funct = %d , aluop = %d , write reg = %d write data = %d ze= %d, Registerchoose = %d zero=%d\n",$time,pc_in,pc_out,data,pc_write,in_read,read1,read2,readval2, imm_value,regwrite,Out,Cy,data[5:0],data[31:26],wriadd,regw,ze,mem2reg,zero);
endmodule
module control_logic(clk,reset,aluout,dataout,signvalue);
input clk,reset;
output [31:0]dataout,signvalue;
wire zero;
output [31:0]aluout;
reg pc_write,in_read,reg_write,alu_reset,alusrc,alu_signal,mem_enable,memwrite,memread,mult_reset,mult_cs;
reg [1:0]mem2reg,regdst;
reg [31:0]pc_in,dataouti;
reg [3:0]state;
reg branch;
reg [31:0]pc_new;
parameter instruction_fetch=0 , instruction_decode = 1 , execute = 2 , datamem = 3 ,writeback = 4 , null_state = 6 , multiplystal1 = 7 , multiplystal2 = 8 , multiplystal3 = 9 , writebackmul1 = 10 , writebackmul2 = 11, finalwritemul = 12 ;
always @ ( posedge clk )
begin
   if ( reset == 1 )
    begin
    pc_in <= 0;
    dataouti <= 0 ;
    pc_write <= 1;
    in_read <= 1;
    reg_write <= 0;
    regdst <= 1;
    alu_reset <= 1 ;
    alusrc <= 0;
    alu_signal <= 0;
    memread <= 0;
    memwrite <= 0;
    mem_enable <= 0;
    mem2reg <= 0 ; 
    branch <= 0;
    mult_reset <= 1;
    state <= instruction_fetch;
    end
   else
   begin
   case(state)
   instruction_fetch:
   begin
   if(branch == 1)
	pc_in <= pc_new;
   else	
   pc_in <= pc_in + 4;
    pc_write <= 1;
    in_read <= 0;
    alu_signal <= 0;
    reg_write <= 0;
    memwrite <= 0;
    state <= instruction_decode;
   end
   instruction_decode:
   begin
   in_read <=1;
   reg_write <=0;
   alu_reset <= 1;
   branch <= 0;
   state <= execute;
   end
   execute:
   begin
   if(dataout[31:26]>0 && dataout[31:26] <= 12)
	begin
	regdst <= 0;
	alusrc <= 1;
	end
   else if(dataout[31:26]>=13 && dataout[31:26] <= 16 )
      begin
    regdst <= 0;
    alusrc <= 0;
	  alu_signal <= 1;
      end
    else
	begin
	regdst <= 1;
	alusrc <= 0;
	 alu_signal <= 1;
	end
    if(dataout[31:26] == 11 || dataout[31:26] == 12)
	begin
	mem2reg <= 1;
	state <= datamem; 
	end
       else if(dataout[31:26]==19)      
	begin
	pc_new <= { pc_in[31:28] , 28'b0 } + (signvalue << 2) ;
	branch <= 1;
	state <= instruction_fetch;
	end
else if ( dataout[31:26] >= 13 && dataout[31:26] <= 16 )    
	begin
	state <= null_state;
	end
   else	
   state <= writeback;
   end
null_state:
state<=datamem;
   datamem:
   begin
if(dataout[31:26]>=13 && dataout[31:26] <= 16)
	begin
if(dataout[31:26] == 13 && zero == 1)
	begin
	pc_new <= { pc_in[31:28] , 28'b0 } +(signvalue<<2) ;
	branch <= 1;
	end
if(dataout[31:26] == 14 && zero == 0 )
	begin
	pc_new <= { pc_in[31:28] , 28'b0 } +(signvalue<<2);
	branch <= 1;
	end
	state <= instruction_fetch;
end
   mem_enable <= 1;
   alu_signal <= 0;
   if(dataout[31:26] == 11)
	begin
	memread <= 1;
	mem2reg <= 1;
	state <= writeback;
	end
    if(dataout[31:26] == 12)
	begin
	memwrite <= 1;
	mem2reg <= 0;
	state <= instruction_fetch;
	end
end
   writeback:
   begin
   mem_enable <= 0;
   in_read <= 0;
   reg_write <= 1;
   state <= instruction_fetch;
   end
  endcase
   end
end
proccessor_datapath il1(dataout,signvalue,aluout,zero,clk,pc_write,in_read,pc_in,reg_write,alu_reset,regdst,alusrc,alu_signal,mem_enable,memwrite,memread,mem2reg);
endmodule
### config.mk
export PLATFORM = sky130hd
export DESIGN_NAME = control_logic
export DESIGN_NICKNAME = control_logic
export VERILOG_FILES = /design/flow/design.v
export SDC_FILE = /design/flow/constraint.sdc
export NUM_CORES = 4
export LEC_CHECK = 1
export CORE_UTILIZATION = 50
export SYNTH_HDL_FRONTEND = slang
export SYNTH_MEMORY_MAX_BITS = 65536
==> datasheet_impl.txt <==
Table: implementation figures

Parameter                              Value

Drt
  Count of antenna-violating nets left after detailed routing .................. 0
  1st-iter DRT viols .................. 1108
  Diodes inserted .................. 0
  DR vias .................. 15400
  Via density .................. 5.93
  Iteration count of the initial detailed-routing pass .................. 5
  Average wire per cell in the routed design .................. 24.2 um
  Total detailed-routing wirelength .................. 62.7 mm
  Post-route DRC violation count .................. 0

Setup path
  Arrival @ worst endpoint .................. 1860 ps
  Slowest CP cell .................. sky130_fd_sc_hd__edfxtp_1
  Top fanout value on the critical path .................. 10
  Crit. End Element .................. output pin
  Worst endpoint required time .................. 16880 ps
  Ordered cell list for the critical path .................. clkdlybuf4s50_1
  Critical path class .................. reg -> out
  Buffer-and-inverter tally for the worst setup path .................. 1
  Gate family responsible for the most delay along the worst path .................. flip-flops
  Critical path launch point type .................. flip-flop
  Max incr delay on CP .................. 730 ps

Timing
  Final setup vio count .................. 0
  Timing-limited maximum frequency .................. 0.164 GHz
  Slew at the pin closest to its max-slew limit .................. 922 ps
  Number of slew-limit violations in the final report .................. 0
  Final WS setup .................. 15020 ps
  Final hold viol count .................. 0
  Total negative slack for setup checks .................. 0 ps
  Unrepaired setup endpoints after global routing .................. no
  Final worst path period share .................. 0.288
  Slew Limit Headroom .................. 0.370
  Final Skew .................. 22.6 ps
  Endpoints left unconstrained .................. 98
  Tmin final .................. 6080 ps
  Count of unclocked register or latch pins .................. 77

Synthesis
  Post-synth EDFFs .................. 227
  Main area contributors after synthesis .................. sky130_fd_sc_hd__edfxtp_1, sky130_fd_sc_hd__mux4_2, sky130_fd_sc_hd__dfxtp_1
  Number of instances in the synthesized netlist .................. 1964
  Cell type with the highest aggregate area in the netlist .................. sky130_fd_sc_hd__edfxtp_1
  Prevailing post-synth register cell .................. sky130_fd_sc_hd__edfxtp_1
  Most used standard cell by instance count after synthesis .................. sky130_fd_sc_hd__edfxtp_1
  Top cells by count .................. sky130_fd_sc_hd__edfxtp_1, sky130_fd_sc_hd__nand2_1, sky130_fd_sc_hd__mux4_2, sky130_fd_sc_hd__ha_1
  Number of standard cells reported by yosys .................. 1964
  Async SR Flop Fraction .................. 0
  Count of synthesis-stage warnings from yosys .................. 69
  Chip area from the yosys synthesis statistics .................. 21700 um2
  Number of different library cells in the post-synthesis netlist .................. 85
  Per-instance average area after synthesis .................. 11.1 um2
  Flip-flop and latch count after synthesis .................. 398
  Top cell type's share of synthesized area .................. 0.314
  Post-synthesis cell area .................. 21700 um2

Placement
  Count of input and output buffers .................. 52
  Half-perimeter wire length of the detailed placement result .................. 40.1 mm
  Setup slack at placement .................. 15070 ps
  Weighted congestion reported at the end of routability-driven placement .................. 0.996

Layout
  Fraction of final layout cells with drive strength greater than 1 .................. 0.145
  Fillers .................. 3557
  Synthesis-to-layout area growth .................. 9.63%

Clock network
  Clock transition time at the flip-flop clock pins of the worst setup and hold paths .................. 50 ps
  Clock tree from TritonCTS .................. yes
  H-tree lvl count .................. 2
  Number of clock buffers inserted by TritonCTS .................. 36
  Clock Latency Late Sink .................. 570 ps
  Clk Tree Root Cell .................. sky130_fd_sc_hd__clkbuf_16
  Number of buffers inserted for hold repair after clock tree synthesis .................. 0
  Post CTS Setup Buffer Count .................. 0
  Clock Tree Buf Depth .................. 3
  Cells resized by post-CTS repair .................. 0

Die
  Starting Density .................. 0.506
  Core outline area .................. 43000 um2
  Die Width .................. 210 um
  Core Rows .................. 76
  Total die size .................. 44300 um2
  Ports placed on the boundary .................. 98
  Y dimension of the die .................. 210 um

Global routing
  First-pass GRT wire length .................. 94.0 mm
  Via count of the first global-routing pass .................. 15100
  Number of antenna violations at the first check in global routing .................. 0
  Global route overflow .................. 0
  Maximum number of pins on one net before global-route repair .................. 67
  Tot GR Track Use .................. 0.311

Run
  Tool warnings .................. 114
  Tally of max-capacitance violations .................. 0

Pwr
  Peak supply drop .................. 0.0656 mV
  Leak pwr .................. 9.00 nW
  Cell area power density .................. 59.9 nW/um2

Hold path
  Min-Delay Path Class .................. reg -> reg

Run status
  Result of the run .................. complete, no violations
cell usage in the layout, fill, tap and decap left out, types with 13 or more instances in the layout:
cell type,netlist,routed
sky130_fd_sc_hd__edfxtp_1,227,227
sky130_fd_sc_hd__nand2_1,181,181
sky130_fd_sc_hd__mux4_2,128,128
sky130_fd_sc_hd__ha_1,122,122
sky130_fd_sc_hd__inv_1,119,118
sky130_fd_sc_hd__a21oi_1,117,117
sky130_fd_sc_hd__nor2_1,119,110
sky130_fd_sc_hd__o21ai_0,99,99
sky130_fd_sc_hd__dfxtp_1,94,93
sky130_fd_sc_hd__and2_1,69,69
sky130_fd_sc_hd__dlxtn_1,64,64
sky130_fd_sc_hd__clkdlybuf4s50_1,0,52
sky130_fd_sc_hd__conb_1,1,45
sky130_fd_sc_hd__nand2b_1,41,41
sky130_fd_sc_hd__xnor2_1,40,40
sky130_fd_sc_hd__buf_4,51,40
sky130_fd_sc_hd__mux2_2,36,36
sky130_fd_sc_hd__clkbuf_16,0,36
sky130_fd_sc_hd__o22ai_1,24,24
sky130_fd_sc_hd__nor2b_1,20,20
sky130_fd_sc_hd__nand3_1,17,17
sky130_fd_sc_hd__o211ai_1,16,16
sky130_fd_sc_hd__a211oi_1,15,15
sky130_fd_sc_hd__nor3_1,15,15
sky130_fd_sc_hd__a21boi_0,13,13
sky130_fd_sc_hd__nor4_1,13,13
sky130_fd_sc_hd__o31ai_1,13,13
sky130_fd_sc_hd__dlxtp_1,13,13
flip-flops by register name (all words and copies together) (netlist names), named ones only:
signal              flops
reg_write               1
alu_signal              1
il1.ins2.data          13
il1.ins4.Out           32
il1.ins3.read2         32
pc_in                   5
regdst                  1
il1.ins3.read1         32
il1.ins3.registers    256
il1.ins4.zero           1
branch                  1
pc_new                  2
alusrc                  1
in_read                 1
state                   6
kinds of logic after synthesis:
| family | share of synthesized area |
|---|---|
| buf+inv | 0.0575 |
| latches | 0.0532 |
| mux | 0.156 |
| simple gates | 0.113 |
| flops | 0.400 |
| xor+xnor | 0.0206 |
| other cells | 0.000173 |
| fa+ha+maj | 0.0721 |
| compound gates | 0.127 |
final timing paths:
| kind | start | endpoint | slack, ps | cells past startpoint |
|---|---|---|---|---|
| worst min-delay path | state[3] | state[5] | 450 | 2 |
| worst max-delay path | il1.ins4.Out[2] | aluout[2] | 15020 | 1 |
| worst min register to register | state[3] | state[5] | 450 | 2 |
| worst max register to register | alusrc | il1.ins4.Out[24] | 16360 | 15 |
per-layer routing:
| layer | up-vias | wire length, um | global-route usage |
|---|---|---|---|
| met5 | - | 0 | 0 |
| met1 | 7437 | 25900 | 0.476 |
| met3 | 88 | 7380 | 0.132 |
| met4 | 0 | 1810 | 0.0745 |
| met2 | 765 | 27600 | 0.439 |
| li1 | 7087 | - | - |
layout make-up:
type | instances | area (um2) | area share
Clock buffer | 48 | 966 | 0.0405
Timing Repair Buffer | 92 | 821 | 0.0344
Multi-Input combinational cell | 1331 | 10900 | 0.455
Sequential cell | 398 | 9860 | 0.414
Inverter | 119 | 447 | 0.0187
Tap cell | 585 | 732 | 0.0307
Clock inverter | 18 | 153 | 0.00641
through the flow:
| step | instances | instance area, um2 | total power (W) | utilization | hold WS [ps] |
|---|---|---|---|---|---|
| after detailed placement | 2525 | 22700 | 0.000844 | 0.528 | 443 |
| after global routing | 2591 | 23800 | 0.00148 | 0.554 | 509 |
| after floorplan | 2008 | 21900 | 0.000799 | - | 417 |
| after CTS | 2591 | 23800 | 0.00144 | 0.554 | 457 |
| final | 2591 | 23800 | 0.00143 | 0.554 | 454 |
| after global placement | 2525 | 22700 | 0.000845 | 0.528 | 437 |
where the power goes:
group	internal (W)	switching (W)	leakage [nW]	total, W
combinational	0.0000563	0.0000831	5.05	0.000139
sequential	0.000685	0.00000912	3.40	0.000694
clock	0.000339	0.000254	0.552	0.000593
No activity file was given, so power comes from the tool's default toggle rates.
